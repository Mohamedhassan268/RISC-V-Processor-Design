==> flow/design.v <==
module RegisterFile(
    input             clk,
    input             reset_n,
    input      [4:0]  rs1, rs2,
    input      [4:0]  rd,
    input      [31:0] write_data,
    input             reg_write,
    output     [31:0] read_data1, read_data2
);
    reg [31:0] regs [0:31];
    assign read_data1 = regs[rs1];
    assign read_data2 = regs[rs2];
    integer i;
    always @(posedge clk or negedge reset_n) begin
        if (!reset_n) begin
            for (i = 0; i < 32; i = i + 1)
                regs[i] <= 32'b0;
        end else if (reg_write) begin
            if (rd != 5'b0)
                regs[rd] <= write_data;
        end
    end
endmodule
==> flow/run.sh <==
#!/bin/bash
# OpenROAD 26Q1-2900-gdf79404cd8, Yosys 0.63+post, stock flow scripts
make -C /OpenROAD-flow-scripts/flow DESIGN_CONFIG=/design/flow/config.mk WORK_HOME=/design/flow/orfs finish
==> flow/config.mk <==
export PLATFORM = sky130hd
export DESIGN_NAME = RegisterFile
export DESIGN_NICKNAME = RegisterFile
export VERILOG_FILES = /design/flow/design.v
export SDC_FILE = /design/flow/constraint.sdc
export NUM_CORES = 4
export LEC_CHECK = 1
export CORE_UTILIZATION = 50
==> flow/constraint.sdc <==
current_design RegisterFile

set clk_period 8.7
set clk_io_pct 0.2

create_clock -name clk0 -period $clk_period [get_ports {clk}]

set non_clock_inputs [all_inputs -no_clocks]
set_input_delay [expr $clk_period * $clk_io_pct] -clock clk0 $non_clock_inputs
set_output_delay [expr $clk_period * $clk_io_pct] -clock clk0 [all_outputs]
==> results.txt <==
yosys + openroad results -> Synth warnings 2, Max Cap Viol 0, vias in the first global route 44608, Clk pin slew, worst setup/hold paths 60 ps, status completed, DP HPWL 179 mm, Latency at later pin 720 ps, Worst IR Drop VDD 0.204 mV, crit-path max cell delay 720 ps, pwr dens 230 nW/um2, cell mode on critical path buf_4, Place WS 1440 ps, post-CTS sizing 0, Worst Hold Endpoint regs[0][26], CP top delay family buffers and inverters, Pleak 25.8 nW, hold violation count in the final report 0, Initial Util 50.6%, final RePlAce weighted congestion 1.09, Layout area overhead 15.0%, top cells, area dfrtp_1 50%, mux2_2 22%, a22oi_1 10%, buf_2 1.6%, clkbuf_1 1.6%, yosys stat cell total 4369, CP arrival 5890 ps, Vert. Die Dim 323 um, hold_sp regs[0][26], crit path from rs1[2], Port Buffers 113, reg2reg end regs[10][10], horizontal die dimension 323 um, initial antenna violation count 16, EDFF count, synth 0, fraction of registers with async set/reset 100%, worst-path fanout max 20, DR iter-0 viols 6109, Worst Hold Class register to register, Core Area 102000 um2, cell area after synthesis 51600 um2, Slew @ Worst Pin 1170 ps, cts bufs inserted 109, Setup TNS 0 ps, Post-CTS Repair Setup Buffers 0, number of cell rows 117, WP buf/inv 4, sequential area share after synthesis 49.7%, total gr overflow 0, R2R setup slack 7810 ps, post-synth top area cell dfrtp_1, worst r2r src regs[10][10], global-route wire length before repair 383 mm, CP endpoint kind output pin, RSZ-0062 raised after global routing false, max reg flops 1024, synthesized instance count 4369, critical path startpoint category input pin, cts hold-fix bufs 0, DR vias/cell 7.78, hold path cells 0, CTS tree done, Final Worst Setup Slack 1070 ps, Clock Tree Buf Depth 3, Ports 114, Cell Chain, Critical Path buf_2, buf_4, or3b_1, nor2_4, buf_4, a22oi_1, nand4_1, nor2_1, a21oi_1, clkdlybuf4s50_1, Tot GR Track Use 57.5%, final worst path period share 87.7%, total clock sinks 1024, worst clock skew 0 ps, DR vias 46243, Largest Register regs, residual DRC count 0, share of cells above drive strength 1 35.9%, WP data required 6960 ps, Synth top area share 49.7%, die area 104000 um2, count of tool warnings 38, number of distinct library cells after synthesis 71, Pins Over Slew Limit 0, Yosys chip area 51600 um2, Commonest flop dfrtp_1, H-tree depth 3, CP Class input pin to output pin, Largest regs regs x1024, antenna viol nets, final 0, Post-synth top cells 1024 x dfrtp_1, 1024 x mux2_2, 711 x a22oi_1, final setup violation count 0, slew margin rel. 21.6%, Final Critical Period 7630 ps, total wire length 284 mm, Initial DRT Pass Iterations 7, average size of a mapped cell 11.8 um2, FMAX 131 MHz, WL/cell 47.8 um, largest net degree at the start of global routing 119, crit path max-delay cell type nor2_4, Root Driver clkbuf_16, Reg2Reg Depth 1, #FFs+latches synth 1024
## worst max-delay path by stage
stage                 to  slack (ps)  depth (start not counted)
4_1_cts   read_data1[15]        1450                         10
5_1_grt   read_data1[19]        1250                         10
6_report  read_data1[19]        1070                         10
## per-layer routing
metal / share of wire [%] / vias up / GRT usage (%)
met1: 34 / 22996 / 70.9
met2: 38 / 4564 / 70.6
met4: 9.4 / 44 / 38.4
met3: 18 / 1628 / 40.9
li1: - / 17011 / -
met5: 0.39 / - / 8.94
## cell families after synthesis
logic type,share of synthesized area [%]
flops,49.7
buf+inv,3.79
simple gates,6.99
compound gates,15.8
mux,23.7
## cells in the final DEF (no fill, tap or decap), drive strengths merged, types with 27 or more instances in the layout
| cell | count |
|---|---|
| nor4 | 29 |
| nand2 | 207 |
| buf | 322 |
| a22oi | 711 |
| a21oi | 74 |
| clkbuf | 154 |
| a22o | 64 |
| o21ai | 27 |
| diode | 31 |
| clkdlybuf4s50 | 102 |
| nor3 | 70 |
| mux2 | 1030 |
| mux2i | 53 |
| nor2 | 185 |
| nand3 | 48 |
| dfrtp | 1024 |
| a221oi | 33 |
| nand4 | 88 |
## layout make-up
type / count / area [um2]
Timing Repair Buffer: 424 / 3590
Inverter: 3 / 11.3
Fill cell: 8341 / 42700
Clock inverter: 46 / 627
Clock buffer: 154 / 3150
Antenna cell: 31 / 77.6
Tap cell: 1368 / 1710
Multi-Input combinational cell: 2897 / 24600
Sequential cell: 1024 / 25600
## where the power goes
group / switching (mW) / internal [mW] / leakage, nW
logic: 1.00 / 1.07 / 10.8
clock network: 2.07 / 2.93 / 1.86
registers: 0.936 / 5.66 / 13.1
## stage by stage
| stage | hold slack [ps] | utilization [%] | instances | power, mW | area [um2] |
|---|---|---|---|---|---|
| 3_5_place_dp | 389 | 54.4 | 5716 | 8.61 | 55500 |
| 2_1_floorplan | 451 | - | 4369 | 7.47 | 51600 |
| 6_report | 403 | 58.2 | 5947 | 13.7 | 59300 |
| 3_3_place_gp | 388 | 54.4 | 5716 | 8.59 | 55500 |
| 5_1_grt | 417 | 58.1 | 5918 | 14.0 | 59300 |
| 4_1_cts | 404 | 58.1 | 5916 | 13.6 | 59300 |
Power figures rest on the tool's default switching activity, not on a simulated workload.
