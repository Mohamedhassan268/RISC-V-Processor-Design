### config.mk
export PLATFORM = sky130hd
export DESIGN_NAME = DataMemory
export DESIGN_NICKNAME = DataMemory
export VERILOG_FILES = /design/flow/design.v
export SDC_FILE = /design/flow/constraint.sdc
export NUM_CORES = 4
export LEC_CHECK = 1
export CORE_UTILIZATION = 30
### constraint.sdc
current_design DataMemory

set clk_period 40.2
set clk_io_pct 0.2

create_clock -name clk0 -period $clk_period [get_ports {clk}]

set non_clock_inputs [all_inputs -no_clocks]
set_input_delay [expr $clk_period * $clk_io_pct] -clock clk0 $non_clock_inputs
set_output_delay [expr $clk_period * $clk_io_pct] -clock clk0 [all_outputs]
### design.v
module DataMemory(
    input             clk,
    input      [31:0] addr,
    input      [31:0] write_data,
    input             WE,
    output     [31:0] read_data
);
    reg [31:0] memory [0:63];
    integer j;
    initial begin
        for (j = 0; j < 64; j = j + 1)
            memory[j] = 32'b0;
    end
    assign read_data = memory[addr[7:2]];
    always @(posedge clk) begin
        if (WE)
            memory[addr[7:2]] <= write_data;
    end
endmodule
### run.sh
#!/bin/bash
# OpenROAD 26Q1-2900-gdf79404cd8, Yosys 0.63+post, stock flow scripts
make -C /OpenROAD-flow-scripts/flow DESIGN_CONFIG=/design/flow/config.mk WORK_HOME=/design/flow/orfs finish
==> run notes <==
run metrics: Peak Freq=around 47 MHz, CP Capture Type=output port, num ports=between 90 and 100, total power=between 0.004 and 0.005 W, Leak=~28 nW, Core Box Area=~0.26 mm2, cts hold-fix bufs=0, hold crit path type=input pin to register, ys async rst share=0%, number of detailed-route iterations in the first pass=7, synthesis warning total=1, cell type with the largest total area=edfxtp_1, Crit Path Max Fanout=roughly 81, vias in the first global route=about 44000, maximum single-stage delay on the critical path=0.66 ns, area grow syn2layout=14.7%, DRC Markers=0, worst hold slack=~7.6 ns, Fin Setup TNS=0 ns, CP top delay family=buffers and inverters, Slew HR=between 30% and 40%, final wirelength=around 210000 um, Top area cell types=edfxtp_1 79%, mux2i_1 3.3%, mux4_2 2.8%, mux2_2 2.1%, a221oi_1 2.0%, Buf+Inv Stages, Crit Path=8, row cnt=around 190, switching share of power=21.7%, tool warnings=approximately 52, first-pass GRT wire length=302000 um, Slew Limit Fails=0, Mean Syn Cell Area=~19 um2, Final period util=53.0%, CP startpoint kind=input pin, drt wl/cell=approximately 26 um, die height=slightly above 500 um, Crit path depth=13, NetSw=between 0.0009 and 0.001 W, CP Cell Sequence=buf_8 > buf_12 > buf_4 > buf_4 > buf_4 > and3b_1 > buf_4 > a22oi_1 > a31oi_1 > a2111oi_1 > buf_4 > nand3_1 > clkdlybuf4s50_1, TritonCTS clock tree=done, yosys stat chip area=0.0783 mm2, Req. time, crit path=around 32 ns, total global routing overflow=0, cell with the most instances on the worst path=buf_4, H-tree depth=4, fillers=roughly 24000, Synth Flop Type=edfxtp_1, Slowest-stage cell, CP=buf_4, Num CTS Buffers=192, Seq pwr share=between 50% and 60%, Hold Fails Final Rpt=0, # Cells Yosys=4207, Pint=about 0.0034 W, Finish-stage setup viols=0, synthesized cell area=~0.078 mm2, die width=roughly 510 um, register share after synthesis=between 70% and 80%, Pre-Place Util=between 30% and 40%, Final min period=between 20 and 25 ns, Max-area cell share=between 70% and 80%, Comb power frac=5.4%, Worst Max-Slew Pin Slew=a little under 1 ns, Clock Sink Count=approximately 2000, pin count of the biggest net entering global routing=between 90 and 100, RSZ-0062 raised after global routing=no, Arr. time, crit path=between 10 and 15 ns, routed via count=around 41000, Max VDD drop=between 40 and 50 uV, status=finished, final reports clean, final RePlAce weighted congestion=approximately 0.86, EDFF count, synth=2048, pwr dens=around 48 mW/mm2, Post-synth regs=approximately 2000, clock share of power=about 40%, layout cells sized above 1=approximately 18%, Max-Cap Viols=0, antenna violations before repair=5, Total GRT Usage=between 10% and 20%, Synth cell types=about 55, routed vias/inst=5.22, setup bufs post-CTS=0, post-DP HPWL=between 100000 and 150000 um, crit path from=addr[3], DRC marker count from the first detailed-route iteration=2775, post_cts resized=0, Port Buffers=71, die area=about 0.26 mm2, crit path kind=input pin to output port, Reg clk slew, reported paths=~0.06 ns, CP endpoint=read_data[20], Max Root-Sink Buffers=3, ANT nets after route=0, clk root buf=clkbuf_16, Mapped Cells=between 4000 and 5000, max reg flops=slightly above 2000
stage by stage:
stage	cell area [um2]	utilization [%]	worst slack (ns)	std cells
floorplan	78300	-	22.01	4207
global placement	83900	32.3	18.88	7574
detailed placement	83900	32.3	18.85	7574
CTS	89800	34.6	18.84	7915
global route	89800	34.6	18.58	7915
finish	89800	34.6	18.90	7916
power by group through the flow:
stage	registers [W]	logic, W	clock network, W
CTS	0.00237	0.000237	0.00174
global route	0.00237	0.000252	0.00182
finish	0.00237	0.000234	0.00171
routing by layer:
layer	wire length [um]	GRT usage, %	vias up
met5	441	1.21	-
met4	6470	4.29	11
met3	33600	12.5	335
met2	95700	25.0	2563
met1	71800	19.5	20600
li1	-	-	17900
logic make-up (layout without fill, tap and decap cells):
logic type	after synthesis	count (layout)	synth area share, %
AND-OR/OR-AND	933	933	8.73
other	0	1	0
multiplexers	502	502	8.19
buffers and inverters	300	606	1.70
AND/OR/NAND/NOR	424	424	2.83
flip-flops	2048	2048	78.6
synthesized netlist by cell type, types with 14 or more instances:
cell,instances
edfxtp_1,2048
mux2i_1,259
a22oi_1,188
a221oi_1,175
clkbuf_1,168
mux2_2,147
nor2_1,145
a21oi_1,121
mux4_2,96
o22ai_1,93
and3_1,85
o21ai_0,84
buf_2,83
o22a_1,70
a22o_1,66
nand3_1,54
a31oi_1,43
buf_1,33
nand2_1,28
nor3_1,22
nand2b_1,18
a211oi_1,17
a222oi_1,16
a2111oi_0,15
a221o_1,15
o2bb2ai_1,15
or4_1,15
nor4_1,14
or4b_1,14
worst min-delay path by stage:
stage	startpoint	to	slack [ns]	depth (start not counted)
4_1_cts	write_data[21]	memory[49][21]$_DFFE_PP_	7.56	1
5_1_grt	write_data[21]	memory[49][21]$_DFFE_PP_	7.60	1
6_report	write_data[21]	memory[49][21]$_DFFE_PP_	7.58	1
layout make-up:
type / instances / area, um2 / share of cell area (%)
diodes: 1 / 2.50 / 0.00279
clock buffers: 235 / 5010 / 5.58
clock inverters: 106 / 880 / 0.980
inverters: 2 / 15.0 / 0.0167
multi-input cells: 1859 / 16000 / 17.9
flip-flops and latches: 2048 / 61500 / 68.5
well taps: 3402 / 4260 / 4.74
repair buffers: 263 / 2060 / 2.29
placed cells by master (no fill, tap or decap), types with 53 or more instances in the layout:
cell type	count
clkbuf_16	194
nand3_1	53
o22a_1	70
mux4_2	96
o22ai_1	93
a221oi_1	175
edfxtp_1	2048
a22oi_1	188
mux2_2	147
mux2i_1	259
o21ai_0	84
buf_4	188
and3_1	85
nor2_4	67
a21oi_1	121
nor2_1	77
a22o_1	66
Power is estimated from default activity; no workload was simulated.
