[flow/run.sh]
#!/bin/bash
# OpenROAD 26Q1-2900-gdf79404cd8, Yosys 0.63+post, stock flow scripts
make -C /OpenROAD-flow-scripts/flow DESIGN_CONFIG=/design/flow/config.mk WORK_HOME=/design/flow/orfs finish
[flow/config.mk]
export PLATFORM = sky130hd
export DESIGN_NAME = ALU
export DESIGN_NICKNAME = ALU
export VERILOG_FILES = /design/flow/design.v
export SDC_FILE = /design/flow/constraint.sdc
export NUM_CORES = 4
export LEC_CHECK = 1
export CORE_UTILIZATION = 40
[flow/constraint.sdc]
current_design ALU

set clk_period 27.1
set clk_io_pct 0.2

create_clock -name clk0 -period $clk_period

set non_clock_inputs [all_inputs -no_clocks]
set_input_delay [expr $clk_period * $clk_io_pct] -clock clk0 $non_clock_inputs
set_output_delay [expr $clk_period * $clk_io_pct] -clock clk0 [all_outputs]
[flow/design.v]
module ALU(
    input  [31:0] A, B,
    input  [2:0]  ALUControl,
    output [31:0] ALUResult,
    output        Zero
);
    reg [31:0] result;
    assign ALUResult = result;
    assign Zero = (result == 32'b0);
    always @(*) begin
        case (ALUControl)
            3'b000: result = A + B;
            3'b001: result = A << B[4:0];
            3'b010: result = A - B;
            3'b100: result = A ^ B;
            3'b101: result = A >> B[4:0];
            3'b110: result = A | B;
            3'b111: result = A & B;
            default: result = 32'b0;
        endcase
    end
endmodule
==> results.ini <==
[timing]
tightest_slew_margin_relative_to_the_limit_pct=42.7
fin_crit_sh_pct=63.5
grt_setup_unrepaired=false
clock.fmax_ghz=0.0581
whs_ps=11990
finalSetupViolCount=0
hold_viol=0
final_critical_path_setup_slack_ps=9880
worst_pin_slew_ps=860
finalCriticalPeriod_ps=17220
setup-tns-final_ps=0
maxSlewViolCount=0

[setup_path]
cp_num_buf_inv=3
worst-endpoint-arrival_ps=11800
crit_path_start_kind=primary input
crit_family=simple AND/OR/NAND/NOR gates
cpMostUsedCell=sky130_fd_sc_hd__ha_1
timing.critical_path.cells=buf_4 -> inv_1 -> ha_1 -> or3b_2 -> nor2_1 -> nand2_1 -> o31ai_1 -> xnor2_1 -> ha_1 -> nand4_1 -> or3_1 -> a211oi_1 -> o21ai_1 -> a31oi_1 -> o22a_1 -> mux2i_1 -> nand3_1 -> or4_1 -> nor3_2 -> clkdlybuf4s50_1
cell_with_the_largest_stage_delay_on_the_worst_path=sky130_fd_sc_hd__a211oi_1
end_kind=output pin
timing.setup.critical_path_class=in2out
path_max_fanout=31
critical_path.max_stage_delay_ps=590
worst_ep_required_time_ps=21680

[layout]
seq_area_um2=0
areaGrowthSynthToFinish_pct=12.7
final_cell_area_mm2=0.00959
finish.utilization_pct=46.6
layout.cells.most_common=sky130_fd_sc_hd__nor2_1
most_frequent_cells_in_the_layout=sky130_fd_sc_hd__nor2_1 (114), sky130_fd_sc_hd__ha_1 (97), sky130_fd_sc_hd__clkdlybuf4s50_1 (95)
nClkBuffers=0
final_layout_size_suffix_gt1_share_pct=10.7
flops=0

[placement]
dp_hpwl_um=30300
placement.setup.worst_slack_ps=10020
place.gp.congestion=1.04
buffer_ports.inserted=100
placed_cell_area_mm2=0.00959

[drt]
route.detailed.drc=0
antennaDiodeCount=0
drt_iter0_markers=726
detail_route.wl_per_cell_um=27.0
drt.antenna.violating_nets=0
route.detailed.vias_per_inst=6.55
wl_um=38900
via_count=9426
dr.pass1.iters=5

[min_path]
min_path_type=in2out

[synthesis]
largest_area_cell=sky130_fd_sc_hd__mux4_2
yosys.stat.chipArea_mm2=0.00851
avgSynthCellArea_um2=7.46
netlist_area_pre_place_mm2=0.00851
ys_seq_share_pct=0
postSynthCellCount=1140
yosysCellCount=1140
netlist_top_cells_area=sky130_fd_sc_hd__mux4_2 (16%), sky130_fd_sc_hd__ha_1 (14%), sky130_fd_sc_hd__mux2i_1 (6.6%), sky130_fd_sc_hd__nor2_1 (5.1%), sky130_fd_sc_hd__a21oi_1 (4.6%)
synth_warnings=1
count_of_distinct_cell_types_in_the_synthesized_netlist=83
post-synth-top-area-fraction_pct=16.1

[clock_tree]
cts_repair_resize_count=0
postCtsSetupBuffers=0
cts_hold_repair.buffers=0

[pwr]
max-vdd-ir-drop_mv=0.0159
power.density_mw_per_mm2=23.8
leakage_nw=3.95

[job]
stage_log_warnings=66
maxCapViolCount=0

[floorplanning]
floorplan.die.width_um=148
core_area_mm2=0.0206
row_count=52
floorplan.die.height_um=148
number_of_top_level_pins=100
floorplan.die_area_mm2=0.0219
core_util_floorplan_pct=41.4

[global_routing]
initial_antenna_violation_count=0
maximum_number_of_pins_on_one_net_before_global_route_repair=56
grt_first_pass_wirelength_um=58200
globalRouteOverflowTotal=0
grt_pass1_vias=8875
grt_use_total_pct=36.7

[outcome]
status=completed

-- cell usage after synthesis (8+ instances only) --
cell,number
sky130_fd_sc_hd__xnor2_1,37
sky130_fd_sc_hd__or3_1,11
sky130_fd_sc_hd__nor2_1,115
sky130_fd_sc_hd__a221oi_1,9
sky130_fd_sc_hd__mux2_2,18
sky130_fd_sc_hd__clkbuf_1,59
sky130_fd_sc_hd__o31ai_1,10
sky130_fd_sc_hd__nor2b_1,15
sky130_fd_sc_hd__o21a_1,8
sky130_fd_sc_hd__buf_2,20
sky130_fd_sc_hd__inv_1,81
sky130_fd_sc_hd__ha_1,97
sky130_fd_sc_hd__a22oi_1,28
sky130_fd_sc_hd__nor3_1,26
sky130_fd_sc_hd__o211ai_1,18
sky130_fd_sc_hd__a211oi_1,14
sky130_fd_sc_hd__a21o_1,14
sky130_fd_sc_hd__a32oi_1,9
sky130_fd_sc_hd__mux4_2,61
sky130_fd_sc_hd__nand3_1,15
sky130_fd_sc_hd__a31oi_1,12
sky130_fd_sc_hd__o21ai_0,51
sky130_fd_sc_hd__nand2_1,88
sky130_fd_sc_hd__nand2b_1,20
sky130_fd_sc_hd__a22o_1,12
sky130_fd_sc_hd__o22ai_1,14
sky130_fd_sc_hd__buf_1,8
sky130_fd_sc_hd__nand4_1,10
sky130_fd_sc_hd__mux2i_1,56
sky130_fd_sc_hd__a21oi_1,78
-- cells by family (layout without fill, tap and decap cells) --
| group | after synthesis | count (layout) | share of synthesized area [%] |
|---|---|---|---|
| AOI/OAI and AO/OA | 345 | 345 | 27.6 |
| and+or+nand+nor | 340 | 340 | 19.2 |
| xor gates and xnor gates | 42 | 42 | 4.32 |
| buffers and inverters | 178 | 208 | 8.77 |
| muxes | 137 | 137 | 25.6 |
| adders and majority gates | 98 | 98 | 14.5 |
-- layer usage --
| layer | up-vias | global-route usage, % | wire, um |
|---|---|---|---|
| met5 | - | 0 | 0 |
| met4 | 0 | 12.9 | 1880 |
| met3 | 99 | 6.36 | 3350 |
| met2 | 488 | 57.9 | 17400 |
| met1 | 4463 | 51.2 | 16300 |
| li1 | 4376 | - | - |
-- area by class of cell --
cell class                 count  area [um^2]
timing repair buffer         126         1180
fill                        2162        11000
inverter                      82          308
tap                          270          338
multi-input combinational    962         7760
-- power breakdown --
| group | internal (mW) | switching [mW] |
|---|---|---|
| logic | 0.0965 | 0.132 |
| clock network | 0 | 0 |
| registers | 0 | 0 |
-- through the flow --
step | instances | power (mW)
after detailed placement | 1440 | 0.224
after CTS | 1440 | 0.225
after global placement | 1440 | 0.226
after floorplan | 1140 | 0.139
final | 1440 | 0.229
after global routing | 1440 | 0.246
-- worst paths after layout --
check	from	to	slack [ps]	depth (start not counted)
setup / recovery	B[1]	Zero	9880	20
hold / removal	B[2]	ALUResult[2]	11990	4
No activity file was given, so power comes from the tool's default toggle rates.
